==> ./design.v <==
`timescale 1ns / 1ps
module meanfitler #(
    parameter           DATA_WITH    =  24,
    parameter    [7:0]  MEAN_Level   =  7
) 
(
    input       wire                        clk,
    input       wire                        en,
    input       wire                        iValid,
    input       wire [DATA_WITH-1:0]     iData,
    output      wire  [DATA_WITH + MEAN_Level -1:0]     oData,
    output      wire                        oReady
);
reg     [DATA_WITH-1:0]  iDataReg    =   0;
reg     [DATA_WITH + MEAN_Level -1:0] data_mult =   0;
reg     [DATA_WITH + MEAN_Level -1:0] data_sum       =   0;
reg     [DATA_WITH + MEAN_Level -1:0] data_div   =   0;
reg     [4:0]iValidReg  =   0;
reg     [1:0] StateReg  =   0;
wire  crossline =   ((iDataReg[DATA_WITH-1:DATA_WITH-2] ==2'b11) && (iData[DATA_WITH-1:DATA_WITH-2] == 2'b00))||
                    ((iDataReg[DATA_WITH-1:DATA_WITH-2] ==2'b00) && (iData[DATA_WITH-1:DATA_WITH-2] == 2'b11)) ;
always @(posedge clk) begin
    if (en) begin
        case (StateReg)
            2'd0:begin
                if (crossline) begin
                    StateReg    <=  StateReg    +   1'b1;
                    data_div    <=  iData;
                end
                else if (~iValidReg[1] && iValidReg[0]) begin
                    StateReg    <=  StateReg    +   1'b1;
                    data_div    <=  iDataReg;
                end
            end 
            2'd1:begin 
                if (crossline) begin
                    data_mult   <=  (iData   <<     MEAN_Level) -  iData;
                    StateReg    <=  StateReg    +   1'b1;
                end
                else if(~iValidReg[2] && iValidReg[1])    begin
                    data_mult   <=  (data_div    <<   MEAN_Level) - data_div;
                    StateReg    <=  StateReg    +   1'b1;
                end
            end
            2'd2:begin
                if (crossline) begin
                    data_sum    <=  iData << MEAN_Level;
                    StateReg    <=  StateReg    +   1'b1;
                end
                else if(~iValidReg[3] && iValidReg[2])    begin
                    data_sum    <=  data_mult   +   iData;
                    StateReg    <=  StateReg    +   1'b1;
                end
            end
            2'd3:begin 
                if (crossline) begin
                    data_div    <=  iData ;
                    StateReg    <=  1;
                end
                else if (~iValidReg[4] && iValidReg[3]) begin
                    data_div        <=  data_sum    >>  MEAN_Level;
                    StateReg    <=  1;
                end
            end
            default: ;
        endcase 
    end
end
always @(posedge clk) begin
    if (~iValidReg[0] && iValid) begin
        iDataReg    <=  iData;
    end
end
always @(posedge clk) begin
    iValidReg   <=  {iValidReg[3:0],iValid};
end
assign  oData   =   en  ?   data_sum    :   {iData,{(MEAN_Level){1'b0}}};
assign  oReady  =   iValidReg[4];
endmodule
==> ./run.sh <==
#!/bin/bash
# OpenROAD 26Q1-2900-gdf79404cd8, Yosys 0.63+post, stock flow scripts
make -C /OpenROAD-flow-scripts/flow DESIGN_CONFIG=/design/flow/config.mk WORK_HOME=/design/flow/orfs finish
==> ./config.mk <==
export PLATFORM = sky130hd
export DESIGN_NAME = meanfitler
export DESIGN_NICKNAME = meanfitler
export VERILOG_FILES = /design/flow/design.v
export SDC_FILE = /design/flow/constraint.sdc
export NUM_CORES = 4
export LEC_CHECK = 1
export CORE_UTILIZATION = 30
==> ./constraint.sdc <==
current_design meanfitler

set clk_period 9.9
set clk_io_pct 0.2

create_clock -name clk0 -period $clk_period [get_ports {clk}]

set non_clock_inputs [all_inputs -no_clocks]
set_input_delay [expr $clk_period * $clk_io_pct] -clock clk0 $non_clock_inputs
set_output_delay [expr $clk_period * $clk_io_pct] -clock clk0 [all_outputs]
==> flow_metrics.env <==
# physical design summary
export IMPL_synthArstFlopShare=0
export IMPL_clock_path_buffers=2
export IMPL_root_buffer="clkbuf_16"
export IMPL_grt_use_total=0.185
export IMPL_yosysTopAreaCell="edfxtp_1"
export IMPL_critPathMaxFanout=5
export IMPL_crit_path_end="oData[19]"
export IMPL_io_buffers=58
export IMPL_setup_violations=0
export IMPL_synth_top_cell_area_share=0.384
export IMPL_ys_cells=953
export IMPL_ys_area_mm2=0.00876
export IMPL_viasPerCell=5.34
export IMPL_cp_data_arrival_time_ps=3750
export IMPL_utilization=0.361
export IMPL_finClkSkew_ps=10.2
export IMPL_post_cts_buffers=0
export IMPL_cts_sinks=117
export IMPL_drive_gt1_frac=0.0612
export IMPL_crit_family="buffers and inverters"
export IMPL_synth_flop_count=117
export IMPL_dpl_hpwl_mm=19.4
export IMPL_warnings=28
export IMPL_fp_util=0.305
export IMPL_antenna_cells=0
export IMPL_first_global_vias=6939
export IMPL_crit_start="iData[12]"
export IMPL_tns_ps=0
export IMPL_crit_slowest_cell="clkdlybuf4s50_1"
export IMPL_hold_class="reg2reg"
export IMPL_edf_count=112
export IMPL_syn_area_mm2=0.00876
export IMPL_postRouteAntennaNets=0
export IMPL_p_per_area_mw_per_mm2=149
export IMPL_drt_iter0_markers=411
export IMPL_cts_resized=0
export IMPL_fp_dieW_um=173
export IMPL_clk_pin_slew_ps=70
export IMPL_firstDrtPassIters=5
export IMPL_p_leak_nw=4.00
export IMPL_routabilityCongestion=0.964
export IMPL_cp_common_cell="clkdlybuf4s50_1"
export IMPL_relSlewSlack=0.449
export IMPL_insertion_delay_ps=420
export IMPL_route_vias_total=7464
export IMPL_die_area_mm2=0.0299
export IMPL_finalWorstSetupSlack_ps=4170
export IMPL_finalCritPeriodShare=0.579
export IMPL_cts_htree_levels=4
export IMPL_postSynthCellCount=953
export IMPL_drv_cap=0
export IMPL_rsz0062_at_grt="no"
export IMPL_syn_to_final_growth_pct=18.1
export IMPL_cp_num_buf_inv=3
export IMPL_cts_tree="yes"
export IMPL_fin_crit_ps=5730
export IMPL_row_count=62
export IMPL_tightest_slew_ps=805
export IMPL_synth_distinct_cells=65
export IMPL_cp_data_required_time_ps=7920
export IMPL_critPathKind="in2out"
export IMPL_yosysWarnings=1
export IMPL_r2r_start="data_mult[0]"
export IMPL_max_stage_delay_ps=690
export IMPL_start_kind="primary input"
export IMPL_worstRegToRegCells=11
export IMPL_grt_max_degree=70
export IMPL_path_cells="clkdlybuf4s50_1, inv_1, o21ai_0, clkdlybuf4s50_1"
export IMPL_pin_count=59
export IMPL_maxSlewViolCount=0
export IMPL_reg2reg_slack_ps=6590
export IMPL_ys_seq_frac=0.395
export IMPL_cts_buffers=17
export IMPL_post_drt_wl_per_cell_um=19.0
export IMPL_antenna_found_initial=0
export IMPL_synth_top_flop_cell="edfxtp_1"
export IMPL_chipHeight_um=173
export IMPL_worst_path_stages=4
export IMPL_gr_total_overflow=0
export IMPL_avgSynthCellArea_um2=9.19
export IMPL_grt_pass1_wl_mm=41.0
export IMPL_core_area_mm2=0.0287
export IMPL_routed_wl_mm=26.6
export IMPL_drc_errors=0
export IMPL_endpoint_kind="output port"
export IMPL_rr_endpoint="data_sum[26]"
export IMPL_netlist_top_cells_area="edfxtp_1, ha_1, o21ai_0"
export IMPL_hold_viol_final=0
export IMPL_place_ws_ps=4090
export IMPL_hold_buffers=0
export IMPL_status="finished, final reports clean"
export IMPL_irDropWorstVdd_uv=100
export IMPL_fmax_mhz=175
[worst register-to-register path: cells and delay by family, from the launching register on]
kind                     cells  cell delay (ps)
buffers and inverters        1              180
adder cells (fa/ha/maj)      2              630
flip-flops                   1              380
AND-OR/OR-AND                6             1410
AND/OR/NAND/NOR              2              460
[sequential cells by signal, indices dropped and copies added, names as in the netlist]
| signal | cells |
|---|---|
| StateReg | 2 |
| iValidReg | 5 |
| data_div | 24 |
| data_mult | 31 |
| data_sum | 31 |
| iDataReg | 24 |
[cells in the mapped netlist (4+ instances only)]
master,number
edfxtp_1,112
nand2_1,95
o21ai_0,94
a21oi_1,78
ha_1,64
nor2_1,61
inv_1,52
xnor2_1,37
a21o_1,36
clkbuf_1,32
mux2i_1,30
xor2_1,30
nor3_1,22
nand3_1,21
a211oi_1,17
nand4_1,13
and3_1,11
o31ai_1,11
or3_1,11
and2_1,9
nand2b_1,9
o211ai_1,8
buf_1,7
nor4_1,7
o21bai_1,7
a31oi_1,6
mux2_2,6
dfxtp_1,5
o21a_1,5
a211o_1,4
o22ai_1,4
or4_1,4
[cell usage in the layout, fill, tap and decap left out, types with 7 or more instances in the layout]
| cell type | n |
|---|---|
| edfxtp_1 | 112 |
| nand2_1 | 94 |
| o21ai_0 | 94 |
| a21oi_1 | 76 |
| ha_1 | 63 |
| nor2_1 | 59 |
| clkdlybuf4s50_1 | 57 |
| inv_1 | 52 |
| xnor2_1 | 37 |
| a21o_1 | 36 |
| mux2i_1 | 30 |
| xor2_1 | 30 |
| nor3_1 | 22 |
| nand3_1 | 21 |
| a211oi_1 | 17 |
| clkbuf_16 | 17 |
| nand4_1 | 13 |
| o31ai_1 | 11 |
| and3_1 | 11 |
| or3_1 | 11 |
| nand2b_1 | 9 |
| and2_1 | 9 |
| buf_4 | 9 |
| o211ai_1 | 8 |
| nor4_1 | 7 |
| o21bai_1 | 7 |
[per-layer routing]
| metal | wire, µm | vias to the layer above | global-route usage |
|---|---|---|---|
| met2 | 11800 | 251 | 0.276 |
| met3 | 2120 | 22 | 0.0496 |
| met5 | 0 | - | 0 |
| li1 | - | 3651 | - |
| met1 | 12300 | 3540 | 0.286 |
| met4 | 342 | 0 | 0.0188 |
[stage by stage]
step	area [µm²]	power, W	std cells	hold WS, ps
finish	10300	0.00155	1397	356
global route	10300	0.00161	1397	368
CTS	10300	0.00155	1397	357
detailed placement	9780	0.000943	1365	353
global placement	9780	0.000945	1365	351
floorplan	8760	0.000821	953	344
[final cells by class]
| class | instances | area [µm²] |
|---|---|---|
| inverters | 52 | 195 |
| multi-input cells | 745 | 5000 |
| well taps | 384 | 480 |
| repair buffers | 67 | 643 |
| fillers | 2896 | 18400 |
| clock buffers | 18 | 429 |
| clock inverters | 14 | 143 |
| flip-flops and latches | 117 | 3460 |
[worst min path at each step]
| stage | depth (start not counted) | slack (ps) | to | start |
|---|---|---|---|---|
| 4_1_cts | 0 | 360 | iValidReg[3] | iValidReg[2] |
| 5_1_grt | 0 | 370 | iValidReg[3] | iValidReg[2] |
| 6_report | 0 | 360 | iValidReg[3] | iValidReg[2] |
[logic make-up after synthesis]
| family | after synthesis | share of synthesized area |
|---|---|---|
| XOR/XNOR | 67 | 0.0670 |
| buffers and inverters | 91 | 0.0390 |
| adder cells (fa/ha/maj) | 65 | 0.0937 |
| flip-flops | 117 | 0.395 |
| AND/OR/NAND/NOR | 282 | 0.155 |
| AND-OR/OR-AND | 295 | 0.208 |
| multiplexers | 36 | 0.0420 |
[report_power, final]
part | switching [W] | internal, W | total (W)
logic | 0.000213 | 0.000140 | 0.000353
registers | 0.0000105 | 0.000575 | 0.000585
clock network | 0.000256 | 0.000353 | 0.000608
total | 0.000479 | 0.00107 | 0.00155
Power figures rest on the tool's default switching activity, not on a simulated workload.

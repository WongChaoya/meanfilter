File: design.v
`timescale 1ns / 1ps
module meanWindow #(
    parameter        DATA_WITH    =   24,
    parameter   MEAN_Level      =   7
) 
(
    input       wire                        clk,
    input       wire                        en,
    input       wire                        iValid,
    input       wire [DATA_WITH-1:0]     iData,
    output      wire [DATA_WITH + MEAN_Level -1:0]     oData,
    output      wire                        oReady
);
reg     [DATA_WITH-1:0]  iDataReg    =   0;
reg     [DATA_WITH-1:0]  iDataReg2    =   0;
reg     [DATA_WITH + MEAN_Level -1:0] data_mult =   0;
reg     [DATA_WITH + MEAN_Level -1:0] data_sum   =   0;
reg     [DATA_WITH + MEAN_Level -1:0] data_div   =   0;
reg     [4:0]iValidReg  =   0;
reg     [1:0] StateReg  =   0;
always @(posedge clk) begin
    if (en) begin
        case (StateReg)
            0:begin
                if (~iValidReg[1] && iValidReg[0]) begin
                    StateReg    <=  StateReg    +   1'b1;
                    data_div    <=  iDataReg;
                end
            end 
            1:begin 
                if(~iValidReg[2] && iValidReg[1])    begin
                    data_mult   <=  (data_div    <<   MEAN_Level) - data_div;
                    StateReg    <=  StateReg    +   1'b1;
                end
            end
            2:begin
                if (~iValidReg[3] && iValidReg[2]) begin
                    data_sum    <=  data_mult   +   iData;
                    StateReg    <=  StateReg    +   1'b1;
                end
            end
            3:begin 
                if (~iValidReg[4] && iValidReg[3]) begin
                    data_div    <=  data_sum    >>  MEAN_Level;
                    StateReg    <=  1;
                end
            end
            default: StateReg   <=  0;
        endcase 
    end
    else begin
        data_div[DATA_WITH  -1:0]    <=  iData;
    end
end
always @(posedge clk) begin
    if (~iValidReg[0] && iValid) begin
        iDataReg    <=  iData;
    end
end
always @(posedge clk) begin
    iValidReg   <=  {iValidReg[3:0],iValid};
end
assign  oData   =   en ? data_sum   :   {iDataReg,{(MEAN_Level){1'b0}}};
assign  oReady  =   iValidReg[4];
endmodule
File: run.sh
#!/bin/bash
# OpenROAD 26Q1-2900-gdf79404cd8, Yosys 0.63+post, stock flow scripts
make -C /OpenROAD-flow-scripts/flow DESIGN_CONFIG=/design/flow/config.mk WORK_HOME=/design/flow/orfs finish
File: config.mk
export PLATFORM = sky130hd
export DESIGN_NAME = meanWindow
export DESIGN_NICKNAME = meanWindow
export VERILOG_FILES = /design/flow/design.v
export SDC_FILE = /design/flow/constraint.sdc
export NUM_CORES = 4
export LEC_CHECK = 1
export CORE_UTILIZATION = 40
File: constraint.sdc
current_design meanWindow

set clk_period 9.0
set clk_io_pct 0.2

create_clock -name clk0 -period $clk_period [get_ports {clk}]

set non_clock_inputs [all_inputs -no_clocks]
set_input_delay [expr $clk_period * $clk_io_pct] -clock clk0 $non_clock_inputs
set_output_delay [expr $clk_period * $clk_io_pct] -clock clk0 [all_outputs]
==> qor.tcl <==
set qor(die-height_um) 137
set qor(initial_core_util_pct) 41.4
set qor(drtAntennaViolNets) 0
set qor(yosysTopAreaCellShare_pct) 46.5
set qor(design.portCount) 59
set qor(clock_power_share_pct) 40.5
set qor(timing.critical_path.from_type) {primary input}
set qor(routed_wire_length_per_instance_um) 18.8
set qor(portBuffers) 58
set qor(sequential_fraction_of_design_power_pct) 39.6
set qor(critical_path_required_ns) 7.20
set qor(power_report.internal_total_mw) 1.24
set qor(post_synth_num_cell_types) 66
set qor(ys.flop_type) {edfxtp_1}
set qor(ctsRootBufferMaster) {clkbuf_16}
set qor(cp_data_arrival_time_ns) 3.61
set qor(switching_share_pct) 26.3
set qor(syn-cell-area_um2) 7240
set qor(fin_cells) 953
set qor(reg2reg_setup_slack_ns) 5.95
set qor(clk_pin_slew_ns) 0.06
set qor(ctsHoldBuffers) 0
set qor(tightestPinTransition_ns) 0.571
set qor(grtUsageMet2_pct) 29.5
set qor(setup-violations-final) 0
set qor(row_count) 48
set qor(async_reset_ff_share_pct) 0
set qor(syn2layout_area_growth_pct) 19.1
set qor(period_minus_slack_ns) 5.41
set qor(grt_start_max_net_pins) 56
set qor(power.ir.vdd_worst_v) 0.000120
set qor(yosys_area_um2) 7240
set qor(detail_route.wirelength_mm) 17.9
set qor(chip_area_um2) 18600
set qor(firstDrtPassIters) 5
set qor(grt_util_met3_pct) 8.81
set qor(detailroute.via_count) 5331
set qor(final.fill_count) 1525
set qor(drt_drc_violations_left) 0
set qor(timing.setup.critical_path_class) {in -> out}
set qor(count_of_routing_violations_after_the_opening_detailed_route_iteration) 355
set qor(crit_chain) {buf_2, buf_4, mux2_2, clkdlybuf4s50_1}
set qor(critPathTopFamily) {buffers and inverters}
set qor(biggest_area_consumer_among_synthesized_cells) {edfxtp_1}
set qor(worst_r2r_startpoint) {data_mult[0]}
set qor(whs_path_cells) 0
set qor(cp_slowest_cell) {buf_4}
set qor(crit_path_end_kind) {output port}
set qor(crit-reg2reg-capture) {data_sum[30]}
set qor(grt_pass1_vias) 5101
set qor(cts_repair_resize_count) 0
set qor(pwr_density_cell_nw_per_um2) 196
set qor(max_slew_margin_pct) 61.8
set qor(clk_path_buf_depth) 2
set qor(cpPeakStageDelay_ns) 0.55
set qor(yosysCellCount) 656
set qor(synthesis.instances) 656
set qor(grt_setup_unrepaired) {no}
set qor(fin_worst_skew_ns) 0.0167
set qor(lay_top_cells) {112 x edfxtp_1, 67 x a21oi_1, 57 x clkdlybuf4s50_1}
set qor(synth-seq-area-share_pct) 47.9
set qor(numCtsBuffers) 17
set qor(report.power.total_mw) 1.69
set qor(cap_viol_max_count) 0
set qor(result_of_the_run) {complete, no violations}
set qor(detailed_place_hpwl_mm) 13.5
set qor(die_x_um) 137
set qor(final.setup.tns_ns) 0
set qor(antenna_found_initial) 0
set qor(period_used_pct) 60.1
set qor(worst_r2r_path_cells) 9
set qor(clk_latency_ns) 0.42
set qor(netSwitchingPower_mw) 0.445
set qor(hold-path-endpoint) {iValidReg[3]}
set qor(met1_usage_pct) 32.5
set qor(final_layout_size_suffix_gt1_share_pct) 10.0
set qor(yosysWarnings) 1
set qor(number_of_warning_messages_in_the_logs) 28
set qor(enable_flop_cells) 112
set qor(htreeDepth) 4
set qor(hold_path_class) {reg -> reg}
set qor(grt_first_pass_wirelength_mm) 27.8
set qor(max_freq_ghz) 0.185
set qor(coreArea_um2) 17500
set qor(pwr-share-comb_pct) 19.9
set qor(ys_top_cells_by_area) {edfxtp_1 46%, ha_1 8.0%, a21oi_1 4.6%}
set qor(grt.busiest_layer) {met1}
set qor(n_antenna_cell) 0
set qor(finalHoldViolCount) 0
set qor(grt_overflow_total) 0
set qor(globalRouteTotalUtil_pct) 21.2
set qor(postSynthAreaPerCell_um2) 11.0
set qor(critPathBufInv) 3
set qor(tritoncts) {done}
set qor(cts_post_setup_buffers_inserted) 0
set qor(routability_congestion_estimate) 0.907
set qor(ys_seq_elements) 117
set qor(clock_sinks) 117
set qor(power.static_leakage_nw) 3.25
set qor(worstPathMaxFanout) 55
set qor(placed_cells) 922
set qor(number_of_vias_per_cell) 5.59
set qor(count_of_final_max_slew_check_failures) 0
set qor(layout.cells.most_common) {edfxtp_1}
set qor(timing.hold.worst.start) {iValidReg[2]}
worst max-delay path by stage:
stage / slack, ns / endpoint / startpoint / cells after the start
finish: 3.59 / oData[15] / en / 4
global route: 3.47 / oData[15] / en / 4
CTS: 3.58 / oData[15] / en / 4
final cells by class:
class | count | area, µm² | share of cell area (%)
clock inverters | 14 | 166 | 1.93
multi-input cells | 484 | 3540 | 41.1
flip-flops and latches | 117 | 3460 | 40.2
well taps | 225 | 282 | 3.27
repair buffers | 64 | 621 | 7.20
clock buffers | 17 | 425 | 4.93
inverters | 32 | 120 | 1.39
through the flow:
step / hold slack [ns] / area, µm² / setup slack (ns) / util (%)
finish: 0.369 / 8620 / 3.59 / 49.3
global route: 0.374 / 8620 / 3.47 / 49.3
CTS: 0.368 / 8620 / 3.58 / 49.3
detailed placement: 0.360 / 8030 / 3.58 / 45.9
global placement: 0.360 / 8030 / 3.62 / 45.9
floorplan: 0.344 / 7240 / 4.41 / -
cells by family (layout without fill, tap and decap cells):
kind of cell,count (synthesis),after routing,share of synthesized area [%]
mux,48,48,7.05
flops,117,117,47.9
fa+ha+maj,47,47,8.23
simple gates,161,161,11.0
buf+inv,55,127,3.25
xor+xnor,56,56,6.78
compound gates,172,172,15.9
power groups by stage:
stage     Combinational, mW  Sequential [mW]  Clock [mW]
4_1_cts               0.336            0.668       0.696
6_report              0.336            0.668       0.684
5_1_grt               0.373            0.671       0.719
cells in the mapped netlist, types with 4 or more instances:
library cell / instances
a211o_1: 5
a211oi_1: 6
a21o_1: 16
a21oi_1: 67
a31oi_1: 6
and2_1: 8
and3_1: 6
buf_1: 4
clkbuf_1: 15
dfxtp_1: 5
edfxtp_1: 112
ha_1: 46
inv_1: 32
mux2_2: 24
mux2i_1: 24
nand2_1: 37
nand2b_1: 7
nand3_1: 12
nand4_1: 9
nor2_1: 50
nor2b_1: 7
nor3_1: 11
nor4_1: 4
o211ai_1: 5
o21a_1: 6
o21ai_0: 15
o21ai_1: 6
o21bai_1: 6
xnor2_1: 37
xor2_1: 19
state kept, by name, indices dropped and copies added, names as in the netlist:
register / count
iDataReg: 24
iValidReg: 5
data_mult: 31
data_sum: 31
StateReg: 2
data_div: 24
layer usage:
metal	vias to the layer above	wire length [µm]
li1	2595	-
met1	2513	8050
met2	195	7700
met3	26	1760
met4	2	371
met5	-	50
Power is estimated from default activity; no workload was simulated.
